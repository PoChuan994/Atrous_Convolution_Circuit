==> ./design.v <==
`timescale 1ns/10ps
module  ATCONV(
	input		clk,
	input		reset,
	output	reg	busy,	
	input		ready,	
	output reg	[11:0]	iaddr,
	input signed [12:0]	idata,
	output	reg 	cwr,
	output  reg	[11:0]	caddr_wr,
	output reg 	[12:0] 	cdata_wr,
	output	reg 	crd,
	output reg	[11:0] 	caddr_rd,
	input 	[12:0] 	cdata_rd,
	output reg 	csel
	);
	parameter 	IDLE = 'd0,
				RequestData_L0 = 'd1,
				GetData_L0 = 'd2,
				Save2Mem0 = 'd3,
				RequestData_L1 = 'd4,
				GetData_L1 = 'd5,
				Save2Mem1 = 'd6,
				Result = 'd7;
	reg [3:0] state, nextstate;
	reg [12:0] kernelvalue, tmp;
	reg [3:0] convNum;
	reg [12:0] orin_iaddr;
	reg layer0_fin, layer1_fin;
	always @(*) begin
		case (state)
			IDLE: begin
				case (layer0_fin)
					'd0: nextstate = RequestData_L0;
					'd1: nextstate = RequestData_L1;
				endcase
			end
			RequestData_L0: nextstate = GetData_L0;
			GetData_L0:begin
				case (convNum<'d9)
					'd0: nextstate = Save2Mem0;
					'd1: nextstate = RequestData_L0; 
				endcase
			end
			Save2Mem0: begin
				case (layer0_fin=='d1)
					'd0: nextstate = RequestData_L0;
					'd1: nextstate = IDLE;
				endcase
			end
			RequestData_L1: nextstate = GetData_L1;
			GetData_L1: begin
				case (convNum<'d4)
					'd0: nextstate = Save2Mem1;
					'd1: nextstate = RequestData_L1;
				endcase
			end
			Save2Mem1: begin
				case (layer1_fin=='b1)
					'd0: nextstate = RequestData_L1;
					'd1: nextstate = Result;
				endcase
			end
			default: nextstate = IDLE;
		endcase
	end
	always @(posedge clk or posedge reset) begin
		if (reset) begin
			busy<='d0;
			iaddr='d0;
			orin_iaddr='d0;
			kernelvalue='d0;
			caddr_wr='b111111111111;
			state = IDLE;
			layer0_fin = 'd0;
			layer1_fin = 'd0;
			convNum = 'd0;
			orin_iaddr = 'd0;
			cdata_wr = 'd0;
		end else begin
			state = nextstate;
			if (ready) begin
				busy <='d1;
			end
			case (state)
				IDLE: begin
					orin_iaddr='d0;
				end
				RequestData_L0: begin
					if (busy) begin
					if ( orin_iaddr=='d0 || orin_iaddr=='d1 || orin_iaddr=='d64 || orin_iaddr== 'd65) begin
						case (convNum)
							'd0: iaddr = orin_iaddr;
							'd1: iaddr = 'd0;
							'd2: iaddr = {11'b00000000000,orin_iaddr[0]};
							'd3: iaddr = {11'b00000000001, orin_iaddr[0]};
							'd4: begin
								case (orin_iaddr>'d63)
									'd0: iaddr = 'd0;
									'd1: iaddr = 'd64;
								endcase
							end
							'd5: iaddr = orin_iaddr+'d2;
							'd6: begin
								case (orin_iaddr[5:0]=='b0)
									'd0: iaddr = orin_iaddr+'d127;
									'd1: iaddr = orin_iaddr+'d128;
								endcase
							end
							'd7: iaddr = orin_iaddr+'d128;
							'd8: iaddr = orin_iaddr+'d130;
						endcase
					end 
					else if ( orin_iaddr=='d62 || orin_iaddr =='d63 || orin_iaddr == 'd126 || orin_iaddr=='d127) begin
						case (convNum)
							'd0: iaddr = orin_iaddr;
							'd1: begin
								iaddr = orin_iaddr-'d2;
								iaddr = {6'b000000, iaddr[5:0]};
							end
							'd2: iaddr = {6'b000000,orin_iaddr[5:0]};
							'd3: iaddr = 'd63;
							'd4: iaddr = orin_iaddr-'d2;
							'd5: begin
								case (orin_iaddr>'d64)
									'd0: iaddr = 'd63;
									'd1: iaddr = 'd127;
								endcase
							end
							'd6: iaddr = orin_iaddr + 126;
							'd7: iaddr = orin_iaddr + 128;
							'd8: begin
								case (orin_iaddr[5:0]==63)
									'd0: iaddr = orin_iaddr+129;
									'd1: iaddr = orin_iaddr+128;
								endcase
							end
						endcase
					end 
					else if ( orin_iaddr=='d3968 || orin_iaddr =='d3969 || orin_iaddr == 'd4032 || orin_iaddr=='d4033) begin
						case (convNum)
							'd0: iaddr = orin_iaddr;
							'd1: begin
								case (orin_iaddr[0]=='d0)
									'd0: iaddr = orin_iaddr-'d129;
									'd1: iaddr = orin_iaddr-'d128;
								endcase
							end
							'd2: iaddr = orin_iaddr - 'd128;
							'd3: iaddr = orin_iaddr - 'd126;
							'd4: begin
								case (orin_iaddr>'d3970)
									'd0: iaddr = 'd3968;
									'd1: iaddr = 'd4032;
								endcase
							end
							'd5: iaddr = orin_iaddr +'d2;
							'd6: iaddr = 'd4032;
							'd7: begin
								case (orin_iaddr<'d4032)
									'd0: iaddr = orin_iaddr;
									'd1: iaddr = orin_iaddr+'d64;
								endcase
							end
							'd8: begin
								case (orin_iaddr<'d4032)
									'd0: iaddr = orin_iaddr+'d2;
									'd1: iaddr = orin_iaddr+'d66;
								endcase
							end
						endcase
					end
					else if ( orin_iaddr=='d4030 || orin_iaddr =='d4031 || orin_iaddr == 'd4094 || orin_iaddr=='d4095) begin
						case (convNum)
							'd0: iaddr = orin_iaddr;
							'd1: iaddr = orin_iaddr - 'd130;
							'd2: iaddr = orin_iaddr - 'd128; 
							'd3: begin
								case (orin_iaddr[5:0]=='d63)
									'd0: iaddr = orin_iaddr-'d127;
									'd1: iaddr = orin_iaddr-'d128;
								endcase
							end
							'd4: iaddr = orin_iaddr - 'd2;
							'd5: begin
								case (orin_iaddr>'d4032)
									'd0: iaddr = 'd4031;
									'd1: iaddr = 'd4095;
								endcase
							end
							'd6: begin
								case (orin_iaddr>'d4032)
									'd0: iaddr = orin_iaddr+'d62;
									'd1: iaddr = orin_iaddr-'d2;
								endcase
							end
							'd7: begin
								if (orin_iaddr[5:0]=='d63) begin
									iaddr = 'd4095;
								end else begin
									iaddr = 'd4094;
								end
							end
							'd8: iaddr = 'd4095;
						endcase
					end
					else if (( orin_iaddr>1 && orin_iaddr<62 )||( orin_iaddr>65 && orin_iaddr<126 )) begin
						case (convNum)
							'd0: iaddr = orin_iaddr;
							'd1: begin
								iaddr = orin_iaddr-'d2;
								iaddr = {6'b000000, iaddr[5:0]};
							end
							'd2: iaddr = {6'b000000, orin_iaddr[5:0]};
							'd3: begin
								iaddr = orin_iaddr + 'd2;
								iaddr = {6'b000000, iaddr[5:0]};
							end
							'd4: iaddr = orin_iaddr-'d2;
							'd5: iaddr = orin_iaddr+'d2;
							'd6: iaddr = orin_iaddr+'d126;
							'd7: iaddr = orin_iaddr+'d128;
							'd8: iaddr = orin_iaddr+'d130;
						endcase
					end
					else if ((orin_iaddr>3969 && orin_iaddr<4030)||(orin_iaddr>4033 && orin_iaddr<4094)) begin
						case (convNum)
							'd0: iaddr = orin_iaddr;
							'd1: iaddr = orin_iaddr-'d130;
							'd2: iaddr = orin_iaddr-'d128;
							'd3: iaddr = orin_iaddr-'d126;
							'd4: iaddr = orin_iaddr-'d2;
							'd5: iaddr = orin_iaddr+'d2;
							'd6: iaddr = (orin_iaddr>'d4031)?orin_iaddr-'d2:orin_iaddr+'d62;
							'd7: iaddr = (orin_iaddr>'d4031)?orin_iaddr:orin_iaddr+'d64;
							'd8: iaddr = (orin_iaddr>'d4031)?orin_iaddr+'d2:orin_iaddr+'d66;
						endcase
					end
					else if ((orin_iaddr[5:0]=='d0||orin_iaddr[5:0]=='d1) && ( orin_iaddr!='d0 || orin_iaddr!='d1 || orin_iaddr!='d64 || orin_iaddr!='d65 || orin_iaddr!='d3968 || orin_iaddr!='d3969 || orin_iaddr!='d4032 || orin_iaddr!='d4033)) begin
						case (convNum)
							'd0: iaddr = orin_iaddr;
							'd1: iaddr = (orin_iaddr[0]==0)?orin_iaddr-'d128:orin_iaddr-'d129;
							'd2: iaddr = orin_iaddr-'d128;
							'd3: iaddr = orin_iaddr-'d126;
							'd4: iaddr = (orin_iaddr[0]==0)?orin_iaddr:orin_iaddr-1;
							'd5: iaddr = orin_iaddr+'d2;
							'd6: iaddr = (orin_iaddr[0]==0)?orin_iaddr+'d128:orin_iaddr+'d127;
							'd7: iaddr = orin_iaddr+'d128;
							'd8: iaddr = orin_iaddr+'d130;
						endcase
					end
					else if (( orin_iaddr[5:0]=='d62||orin_iaddr[5:0]=='d63) && (orin_iaddr!='d62 || orin_iaddr!='d63 || orin_iaddr!='d126 || orin_iaddr!='d127 || orin_iaddr!='d4030 || orin_iaddr!='d4031 || orin_iaddr!='d4094 || orin_iaddr!='d4095 )) begin
						case (convNum)
							'd0: iaddr = orin_iaddr;
							'd1: iaddr = orin_iaddr-130;
							'd2: iaddr = orin_iaddr-128;
							'd3: iaddr = (orin_iaddr[0]=='d1)?orin_iaddr-'d128:orin_iaddr-'d127;
							'd4: iaddr = orin_iaddr-'d2;
							'd5: iaddr = (orin_iaddr[0]=='d1)?orin_iaddr:orin_iaddr+'d1;
							'd6: iaddr = orin_iaddr+'d126;
							'd7: iaddr = orin_iaddr+'d128;
							'd8: iaddr = (orin_iaddr[0]=='d1)?orin_iaddr+'d128:orin_iaddr+'d129;
						endcase
					end
					else begin
							case (convNum)
								'd0: iaddr = orin_iaddr;
								'd1: iaddr = orin_iaddr-'d130;
								'd2: iaddr = orin_iaddr-'d128;
								'd3: iaddr = orin_iaddr-'d126;
								'd4: iaddr = orin_iaddr-'d2;
								'd5: iaddr = orin_iaddr+'d2;
								'd6: iaddr = orin_iaddr+'d126;
								'd7: iaddr = orin_iaddr+'d128;
								'd8: iaddr = orin_iaddr+'d130;
							endcase
						end
					end
				end
				GetData_L0: begin
					tmp = -idata;
					case (convNum)
						'd0: begin
							tmp = idata;
						end
						'd1, 'd3, 'd6, 'd8: begin
							tmp = $signed(tmp)>>>4;
						end
						'd2, 'd7: begin
							tmp = $signed(tmp)>>>3;
						end
						'd4, 'd5: begin
							tmp = $signed(tmp)>>>2;
						end 
					endcase
					kernelvalue = kernelvalue + tmp;
					convNum = convNum + 'd1;
				end
				Save2Mem0: begin
					iaddr = orin_iaddr+'d1;
					orin_iaddr = orin_iaddr+'d1;
					case (orin_iaddr=='d4096)
						'd0: begin
							layer0_fin='d0;		
						end
						'd1: begin
							layer0_fin='d1;
							orin_iaddr = 'd0;
						end
					endcase
					convNum = 'd0;
					kernelvalue = kernelvalue + 13'b1111111110100;
					if (kernelvalue[12]=='b0) begin
						cdata_wr = kernelvalue;
					end else begin
						cdata_wr = 'd0;
					end
					csel = 0;
					cwr <= 1;
					caddr_wr = caddr_wr +'d1;
					kernelvalue = 'd0;
				end
				RequestData_L1: begin
					case (convNum)
						'd0: caddr_rd = orin_iaddr;
						'd1: caddr_rd = orin_iaddr + 'd1;
						'd2: caddr_rd = orin_iaddr + 'd64;
						'd3: caddr_rd = orin_iaddr + 'd65;
					endcase
					csel = 'd0;
					crd = 'd1;
					cwr <= 'd0;
				end
				GetData_L1: begin
					case ($signed(cdata_rd)>$signed(kernelvalue))
						'd0: begin
							kernelvalue = kernelvalue;
						end
						'd1: begin
							kernelvalue = cdata_rd;
						end
					endcase
					convNum = convNum + 'd1;
				end
				Save2Mem1: begin
					case (kernelvalue[3:0]=='d0)	 
						'd0: begin
							kernelvalue[12:4] = kernelvalue[12:4] + 'd1;
							cdata_wr = {kernelvalue[12:4], 4'b0000};
						end
						'd1: begin
							cdata_wr = kernelvalue[12:0];
						end
					endcase
					case (orin_iaddr[5:0]=='d62)
						'd0: orin_iaddr = orin_iaddr + 'd2;
						'd1: orin_iaddr = orin_iaddr + 'd66;
					endcase
					if (orin_iaddr=='d4098) begin
						layer1_fin = 'b1;
					end
					convNum = 'd0;
					csel = 'd1;
					crd = 'd0;
					cwr <= 'd1;
					kernelvalue = 'd0;
					caddr_wr = caddr_wr +'d1;
				end
				Result: begin
					busy <= 'd0;
				end
			endcase
		end
	end	
endmodule
==> ./run.sh <==
#!/bin/bash
# OpenROAD 26Q1-2900-gdf79404cd8, Yosys 0.63+post, stock flow scripts
make -C /OpenROAD-flow-scripts/flow DESIGN_CONFIG=/design/flow/config.mk WORK_HOME=/design/flow/orfs finish
==> ./config.mk <==
export PLATFORM = sky130hd
export DESIGN_NAME = ATCONV
export DESIGN_NICKNAME = ATCONV
export VERILOG_FILES = /design/flow/design.v
export SDC_FILE = /design/flow/constraint.sdc
export NUM_CORES = 4
export LEC_CHECK = 1
export CORE_UTILIZATION = 40
==> ./constraint.sdc <==
current_design ATCONV

set clk_period 6.1
set clk_io_pct 0.2

create_clock -name clk0 -period $clk_period [get_ports {clk}]

set non_clock_inputs [all_inputs -no_clocks]
set_input_delay [expr $clk_period * $clk_io_pct] -clock clk0 $non_clock_inputs
set_output_delay [expr $clk_period * $clk_io_pct] -clock clk0 [all_outputs]
==> results_dict.tcl <==
# implementation run metrics
set metrics [dict create \
    die_h_um 179.0 \
    synthAoiAreaFrac_pct 35.48 \
    ff_latch_area_mm2 0.002293 \
    final_max_slew_viol_count 0 \
    r2r_end "kernelvalue[10]$_DFFE_PP0P_" \
    core_region_area_mm2 0.03075 \
    global_route.usage.total_pct 38.99 \
    hold_class "reg2reg" \
    drive_gt1_share_pct 9.059 \
    tally_of_unique_sky130hd_cells_used_after_synthesis 101 \
    timing.rr.start "convNum[3]$_DFFE_PP0P_" \
    routed_via_density 7.016 \
    power.static_leakage_nw 5.088 \
    critPathCapture "kernelvalue[11]$_DFFE_PP0P_" \
    internal_power_mw 1.401 \
    post-synth-top-area-cell "sky130_fd_sc_hd__dfrtp_1" \
    crit_slowest_cell "sky130_fd_sc_hd__or4b_2" \
    total_power_mw 2.182 \
    synth-warning-count 1 \
    avgSynthCellArea_um2 7.272 \
    syn_inst 1724 \
    hold_path_depth 1 \
    crit_type "in2reg" \
    post_synth_mux_area_share_pct 2.764 \
    share_clk_of_total_power_pct 25.8 \
    synth-edff-count 15 \
    post-dp-hpwl_mm 43.12 \
    relSlewSlack_pct 36.59 \
    detail_route.iter0.violations 1924 \
    post_cts_hold_buffer_count 0 \
    netSwitchingPower_mw 0.7814 \
    routabilityCongestion 1.060 \
    reg2reg_setup_slack_ps 1290 \
    vdd_drop_max_uv 224.7 \
    cts-buffers-inserted 9 \
    dieArea_mm2 0.03206 \
    number_of_primary_i_o_pins 82 \
    timing.final.crit_period_ps 5176 \
    finalClockSkew_ps 9.365 \
    cts_max_path_buffers 2 \
    timing.setup.tns_ps 0 \
    worst-path-max-fanout 5 \
    switching_share_pct 35.81 \
    worst_setup_path_end_kind "flop" \
    ys_area_mm2 0.01254 \
    wirelength_mm 60.63 \
    maximum_frequency_from_static_timing_analysis_mhz 193.2 \
    fin_hold_ws_ps 475.3 \
    synth.top_cell.area_share_pct 12.18 \
    power_frac_comb_pct 38.5 \
    tool_warnings 48 \
    grt_setup_unrepaired "false" \
    ys_cells 1724 \
    grt-ovfl-total 0 \
    insertion_delay_ps 350 \
    detailed_route_wire_length_per_cell_um 28.45 \
    worst_path_largest_cell_delay_ps 650 \
    worst_setup_path_start_kind "input pin" \
    syn2layout_area_growth_pct 12.06 \
    htreeDepth 3 \
    setup.worst_path.start "idata[0]" \
    ys_top_logic_family "AND-OR/OR-AND gates" \
    post_synth_main_area_contributors "sky130_fd_sc_hd__dfrtp_1 (12%), sky130_fd_sc_hd__xnor2_1 (6.8%), sky130_fd_sc_hd__ha_1 (5.7%), sky130_fd_sc_hd__a21oi_1 (5.0%), sky130_fd_sc_hd__o21ai_0 (4.8%)" \
    final_antenna_net_count 0 \
    outcome "complete, no violations" \
    finalSetupViolCount 0 \
    grt_start_max_net_pins 51 \
    cts.root.buffer_cell "sky130_fd_sc_hd__clkbuf_16" \
    detailedRoute.firstPassIterationCount 25 \
    vias_in_the_first_global_route 13850 \
    syn-cell-area_mm2 0.01254 \
    floorplan.initialDensity_pct 40.77 \
    post-route-util_pct 45.69 \
    power_per_cell_area_mw_per_mm2 155.3 \
    std_cell_rows 64 \
    cap_violations 0 \
    tightestPinTransition_ps 944.8 \
    reg2regPathDepth 15 \
    buffer_ports.inserted 81 \
    register_area_share_after_synthesis_pct 18.28 \
    tritoncts "yes" \
    die_w_um 179.0 \
    simple_gate_area_share_pct 23.37 \
    worst_ep_required_time_ps 6330 \
    synth.cellmix.xorXnorShare_pct 7.405 \
    postSynthRegisterBits 88 \
    worst-endpoint-arrival_ps 5410 \
    synth-async-reset-ratio_pct 82.95 \
    combGateArea_mm2 0.009425 \
    min_period_over_period_pct 84.86 \
    timing_hold_violations_final 0 \
    fa_ha_area_share_pct 6.018 \
    postCtsSetupBuffers 0 \
    grt_first_pass_wirelength_mm 89.93 \
    grt_antenna_before_repair 1 \
    power.sequential.fraction_pct 35.7 \
    vias 14950 \
    post_layout_nonfiller_instances 2131 \
    drcViolationCount 0 \
    post_cts_resize_count 0 \
    cts.reportedPaths.clkPinSlew_ps 60 \
    dominantRegCellSynth "sky130_fd_sc_hd__dfrtp_1" \
    tritoncts_num_sinks 88 \
    dpl.cell_count 2113 \
    fill_cells 3090 \
    path_cells "clkdlybuf4s50_1 > inv_1 > ha_1 > or4b_2 > nor4bb_1 > xnor2_1 > a222oi_1 > o211ai_1 > o21a_1 > ha_1 > and2_1 > a31o_2 > a31oi_1 > a21oi_1 > xnor2_1 > o31ai_1 > mux2_2" \
]
-- logic make-up after synthesis --
group,count (synthesis)
AND-OR/OR-AND,644
XOR/XNOR,106
adder cells (fa/ha/maj),60
buffers and inverters,208
flip-flops,88
multiplexers,34
AND/OR/NAND/NOR,584
-- cells in the mapped netlist (22+ instances only) --
master,number
sky130_fd_sc_hd__nor2_1,155
sky130_fd_sc_hd__nand2_1,151
sky130_fd_sc_hd__a21oi_1,125
sky130_fd_sc_hd__o21ai_0,119
sky130_fd_sc_hd__clkbuf_1,102
sky130_fd_sc_hd__xnor2_1,98
sky130_fd_sc_hd__dfrtp_1,61
sky130_fd_sc_hd__ha_1,57
sky130_fd_sc_hd__nor3_1,55
sky130_fd_sc_hd__nand3_1,53
sky130_fd_sc_hd__inv_1,45
sky130_fd_sc_hd__a31oi_1,40
sky130_fd_sc_hd__o211ai_1,36
sky130_fd_sc_hd__o22ai_1,34
sky130_fd_sc_hd__buf_2,33
sky130_fd_sc_hd__mux2i_1,29
sky130_fd_sc_hd__a221oi_1,26
sky130_fd_sc_hd__a22oi_1,22
-- sequential cells by signal, summed over array words and instances (netlist names), 3 cells and up --
register / cells
convNum: 4
caddr_wr: 12
kernelvalue: 13
caddr_rd: 12
orin_iaddr: 13
state: 3
cdata_wr: 13
iaddr: 12
-- power by group through the flow --
stage / sequential (mW) / clock (mW) / combinational, mW
after CTS: 0.779 / 0.578 / 0.839
after global routing: 0.789 / 0.597 / 0.948
final: 0.780 / 0.563 / 0.839
-- worst max-delay path, delay by kind of cell --
family,cells,cell delay (ps)
muxes,1,260
and+or+nand+nor,3,1340
buffers and inverters,2,530
adders and majority gates,2,540
xor gates and xnor gates,2,340
AOI/OAI and AO/OA,7,1180
-- per-stage QoR --
stage,setup WS (ps),area [um^2]
after global routing,639.1,14040
after CTS,964.7,14040
after floorplan,1425,12540
after detailed placement,611.2,13740
final,923.6,14050
after global placement,645.6,13740
-- cells in the final DEF, fill, tap and decap left out, drive strengths merged, types with 22 or more instances in the layout --
cell type        n
o21ai          128
mux2i           29
nor2           158
nor3            57
nand2          151
a22oi           22
ha              57
a221oi          26
clkdlybuf4s50   81
inv             46
a21oi          126
nor4            22
o31ai           23
o211ai          36
o22ai           34
nand3           54
buf             71
a31oi           40
xnor2           98
dfrtp           61
-- worst min path at each step --
stage / endpoint / slack (ps) / start
final: cdata_wr[9]$_DFFE_PP0P_ / 480 / cdata_wr[9]$_DFFE_PP0P_
after CTS: caddr_wr[1]$_DFFE_PP1P_ / 480 / caddr_wr[1]$_DFFE_PP1P_
after global routing: caddr_wr[1]$_DFFE_PP1P_ / 500 / caddr_wr[1]$_DFFE_PP1P_
-- area by class of cell --
| class | count | share of cell area (%) |
|---|---|---|
| Antenna cell | 2 | 0.03563 |
| Clock buffer | 11 | 1.879 |
| Clock inverter | 5 | 0.2583 |
| Inverter | 49 | 1.318 |
| Multi-Input combinational cell | 1428 | 67.09 |
| Sequential cell | 88 | 16.33 |
| Tap cell | 396 | 3.527 |
| Timing Repair Buffer | 152 | 9.565 |
-- metal layers --
| layer | vias to the layer above | GRT usage [%] | wire length, um |
|---|---|---|---|
| met2 | 1105 | 55.71 | 25370 |
| met5 | - | 1.282 | 22 |
| met4 | 2 | 22.99 | 4436 |
| li1 | 6596 | - | - |
| met1 | 6949 | 53.03 | 23630 |
| met3 | 299 | 10.22 | 7169 |
No activity file was given, so power comes from the tool's default toggle rates.
